==> run.sh <==
#!/bin/bash
# OpenROAD 26Q1-2900-gdf79404cd8, Yosys 0.63+post, stock flow scripts
make -C /OpenROAD-flow-scripts/flow DESIGN_CONFIG=/design/flow/config.mk WORK_HOME=/design/flow/orfs finish
==> config.mk <==
export PLATFORM = sky130hd
export DESIGN_NAME = CP0
export DESIGN_NICKNAME = CP0
export VERILOG_FILES = /design/flow/design.v
export SDC_FILE = /design/flow/constraint.sdc
export NUM_CORES = 4
export LEC_CHECK = 1
export CORE_UTILIZATION = 30
export SYNTH_HDL_FRONTEND = slang
==> constraint.sdc <==
current_design CP0

set clk_period 8.7
set clk_io_pct 0.2

create_clock -name clk0 -period $clk_period [get_ports {clk}]

set non_clock_inputs [all_inputs -no_clocks]
set_input_delay [expr $clk_period * $clk_io_pct] -clock clk0 $non_clock_inputs
set_output_delay [expr $clk_period * $clk_io_pct] -clock clk0 [all_outputs]
==> design.v <==
module CP0(
    input clk,
    input reset,
    input en,
    input [4:0] CP0Add,
    input [31:0] CP0In,
    input [31:0] VPC,
    input [4:0] ExcCodeIn,
    input EXLClr,
    output [31:0] EPCOut,
    output Req,
    output [31:0] CP0Out
);
reg [31:0] SR;     
reg [31:0] CAUSE;  
reg [31:0] EPC;    
assign Req = (!SR[1] && (ExcCodeIn != 5'd0)) ? 1'd1 : 1'd0;
always @(posedge clk) begin
    if(reset) begin
        SR <= 0;
        CAUSE <= 0;
        EPC <= 0;
    end
    else if(EXLClr) begin
        SR[1] <= 0;
    end
    else if(en) begin
        case(CP0Add)
            5'd12: SR <= CP0In;
            5'd13: CAUSE <= CP0In;
            5'd14: EPC <= CP0In;
        endcase
    end
    else if(ExcCodeIn != 5'b0 && SR[1] != 1'b1) begin
        SR[1] <= 1'b1;
        CAUSE[6:2] <= ExcCodeIn;
        EPC <= VPC;
    end
end
assign CP0Out = (CP0Add == 5'd12) ? SR :
                 (CP0Add == 5'd13) ? CAUSE :
                 (CP0Add == 5'd14) ? EPC :
                 32'd0;
assign EPCOut = EPC;
endmodule
==> README.md <==
| Parameter | Value |
| --- | --- |
| Status | completed |
| Layout overhead on the synthesized area | 39.2% |
| Initial antenna violation count | 0 |
| Ranking of synthesized cells by area | sky130_fd_sc_hd__dfxtp_1, sky130_fd_sc_hd__nand2_1, sky130_fd_sc_hd__a21oi_1 |
| Via count of the first global-routing pass | 4543 |
| Starting DRC count in detailed routing | 371 |
| Final worst-path cycle share | 68.0% |
| Number of warning messages in the yosys log | 0 |
| Final standard cell utilization of the core | 43.1% |
| Post-synthesis register bit count | 96 |
| Count of buffers added by post-CTS timing repair for setup | 0 |
| Placed instance area | 0.00625 sq mm |
| Master cell of the clock root buffer | sky130_fd_sc_hd__clkbuf_16 |
| Final hold violations | 0 |
| R2R cell count | 5 |
| Pin slew with the least headroom to its limit | 0.798 ns |
| Synthesized area divided by synthesized cell count | 7.54 sq um |
| Instance count along the most critical hold path | 2 |
| Hold buffers post-CTS | 0 |
| Post-detailed-routing wire length | 14900 um |
| Most used standard cell by instance count after synthesis | sky130_fd_sc_hd__nand2_1 |
| Vias post-DR | 4739 |
| VDD IR max | 0.101 mV |
| Detailed Routing Iterations Pass 1 | 5 |
| Worst hold slack | 0.455 ns |
| Area of the die | 0.0162 sq mm |
| Setup tns final | 0 ns |
| Gate Count Post-Synth | 626 |
| CP max stage cell | sky130_fd_sc_hd__clkdlybuf4s50_1 |
| Drc violations | 0 |
| Highest fanout seen on the critical path | 36 |
| Clock tree from TritonCTS | done |
| Maximum buffer depth of the clock tree | 2 |
| Number of vias per cell | 5.00 |
| Total GRT Usage | 19.0% |
| Total clock buffers created by CTS | 9 |
| Final instance area | 0.00657 sq mm |
| R2r endpoint | EPCOut[15] |
| Ys cells | 626 |
| Worst setup EP type | output pin |
| H-tree lvl count | 3 |
| CP Class | in2out |
| Crit start category | primary input |
| Placeable core region | 0.0153 sq mm |
| Count of flip-flops with a built-in enable after synthesis | 0 |
| Setup Skew | 0.00955 ns |
| Number of sinks on the clock net | 96 |
| Clock Pin Slew Worst Setup and Hold Paths | 0.07 ns |
| Post-synth seq share | 40.7% |
| Worst min path class | reg2reg |
| Endpoint required time on the critical path | 6.96 ns |
| DP Wirelength | 9410 um |
| Diodes inserted | 0 |
| Design Power | 1.03 mW |
| Leakage dissipation | 2.22 nW |
| Final weighted congestion in routability-driven placement | 0.856 |
| Arrival @ worst endpoint | 4.17 ns |
| Worst max-slew margin expressed relative to the limit | 46.7% |
| Area share of the largest cell type after synthesis | 40.7% |
| Fraction of final layout cells sized beyond drive strength 1 | 9.10% |
| And+or+nand+nor area frac | 22.4% |
| Post-synthesis share of cell area spent on xor and xnor gates | 0% |
| Height of the die | 127 um |
| Unique cell type count in the Yosys netlist | 27 |
| Leftover overflow at the end of global routing | 0 |
| Largest net degree at the start of global routing | 69 |
| R2r startpoint | SR[1] |
| Yosys Chip Area | 0.00472 sq mm |
| Endpoint with the worst hold slack | CAUSE[25] |
| Area of the mapped netlist | 0.00472 sq mm |
| Highest clock rate | 169 MHz |
| Number of max-cap violations | 0 |
| Latency at later pin | 0.34 ns |
| Share of synthesized area spent on multiplexers | 0.212% |
| Setup slack on the worst flop-to-flop path | 6.83 ns |
| Standard-cell rows | 45 |
| RSZ-0062 raised after global routing | no |
| Ratio of total power to cell area | 156 mW/mm^2 |
| Total tool warning count | 25 |
| Core Util at FP | 30.9% |
| Period minus WS final | 5.91 ns |
| Top_reg_cell synth | sky130_fd_sc_hd__dfxtp_1 |
| Most frequent cells after synthesis | sky130_fd_sc_hd__nand2_1, sky130_fd_sc_hd__dfxtp_1, sky130_fd_sc_hd__a21oi_1 |
| Cell type contributing the most total cell area after synthesis | sky130_fd_sc_hd__dfxtp_1 |
| Setup violations, final | 0 |
| Count of buffers from port buffering | 142 |
| Antenna viol nets, final | 0 |
| Count of boundary I/O pins | 143 |
| Routed wire length per instance | 15.8 um |
| Maximum single-stage delay on the critical path | 0.46 ns |
| Sequence of cells on the critical path | clkdlybuf4s50_1 > nor4bb_4 > buf_4 > nand2_1 > buf_4 > nor2_1 > a21oi_1 > clkdlybuf4s50_1 |
| Quantity of gates resized following cts | 0 |
| Global-route wire length before repair | 24000 um |
| Post-synthesis compound-gate area fraction | 28.8% |
| Biggest combinational cell group after synthesis | AND-OR/OR-AND gates |
| Pins over their slew limit | 0 |
| Worst hold start | CAUSE[25] |
| Share of synthesized registers carrying an async set or reset | 0% |
| Adder-cell share of the synthesized area | 0% |
| Overall die width | 127 um |
worst max path at each step:
stage         start    endpoint  slack (ns)  cells after the start
4_1_cts   CP0Add[0]   CP0Out[4]        2.79                      8
5_1_grt   CP0Add[3]   CP0Out[0]        2.63                      8
6_report  CP0Add[0]  CP0Out[12]        2.79                      8
cell usage in the layout (no fill, tap or decap):
master,instances
sky130_fd_sc_hd__a2111oi_0,1
sky130_fd_sc_hd__a211oi_1,2
sky130_fd_sc_hd__a211oi_2,30
sky130_fd_sc_hd__a21o_1,1
sky130_fd_sc_hd__a21oi_1,91
sky130_fd_sc_hd__a221oi_1,32
sky130_fd_sc_hd__and2_1,1
sky130_fd_sc_hd__and2_4,1
sky130_fd_sc_hd__and3_1,2
sky130_fd_sc_hd__and3b_1,1
sky130_fd_sc_hd__buf_2,1
sky130_fd_sc_hd__buf_4,11
sky130_fd_sc_hd__bufinv_16,2
sky130_fd_sc_hd__clkbuf_16,9
sky130_fd_sc_hd__clkdlybuf4s50_1,140
sky130_fd_sc_hd__clkinv_2,1
sky130_fd_sc_hd__clkinv_4,1
sky130_fd_sc_hd__dfxtp_1,96
sky130_fd_sc_hd__inv_1,33
sky130_fd_sc_hd__inv_6,2
sky130_fd_sc_hd__mux2i_1,1
sky130_fd_sc_hd__nand2_1,151
sky130_fd_sc_hd__nand3_2,3
sky130_fd_sc_hd__nor2_1,38
sky130_fd_sc_hd__nor2b_1,34
sky130_fd_sc_hd__nor3_1,7
sky130_fd_sc_hd__nor4_1,5
sky130_fd_sc_hd__nor4bb_4,1
sky130_fd_sc_hd__o21ai_0,32
sky130_fd_sc_hd__o221a_2,5
sky130_fd_sc_hd__or3_1,1
flip-flops by register name (all words and copies together) (netlist names):
| signal | flops |
|---|---|
| EPCOut | 32 |
| SR | 32 |
| CAUSE | 32 |
power by group:
part | internal, mW | total, mW | leakage [nW] | switching (mW)
logic | 0.0789 | 0.141 | 1.28 | 0.0619
clock network | 0.252 | 0.422 | 0.156 | 0.169
registers | 0.454 | 0.464 | 0.780 | 0.0103
total | 0.785 | 1.03 | 2.22 | 0.241
metrics by stage:
step / setup WS [ns] / std cells
after global routing: 2.63 / 947
after detailed placement: 2.80 / 932
after CTS: 2.79 / 947
final: 2.79 / 947
after floorplan: 4.24 / 626
after global placement: 2.83 / 932
layer usage:
metal | vias up | GRT usage [%] | wire, um
met1 | 2226 | 28.2 | 6940
met4 | 0 | 1.89 | 112
li1 | 2340 | - | -
met2 | 164 | 30.0 | 6850
met3 | 9 | 3.75 | 1030
met5 | - | 0 | 0
logic make-up after synthesis:
kind of cell | count (synthesis)
AOI/OAI and AO/OA | 194
buffers and inverters | 90
DFF | 96
muxes | 1
and+or+nand+nor | 245
critical path: cells and delay by family:
| family | cells | cell delay (ns) |
|---|---|---|
| AND/OR/NAND/NOR | 3 | 0.73 |
| buffers and inverters | 4 | 1.61 |
| AND-OR/OR-AND | 1 | 0.07 |
cell type report:
class | instances | area [sq um]
multi-input cells | 440 | 2450
fillers | 1470 | 8690
clock buffers | 9 | 225
clock inverters | 6 | 91.3
inverters | 33 | 124
repair buffers | 152 | 1490
flip-flops and latches | 96 | 1920
well taps | 211 | 264
Power figures rest on the tool's default switching activity, not on a simulated workload.
