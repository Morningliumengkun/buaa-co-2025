--- /design/flow/run.sh ---
#!/bin/bash
# OpenROAD 26Q1-2900-gdf79404cd8, Yosys 0.63+post, stock flow scripts
make -C /OpenROAD-flow-scripts/flow DESIGN_CONFIG=/design/flow/config.mk WORK_HOME=/design/flow/orfs finish
--- /design/flow/config.mk ---
export PLATFORM = sky130hd
export DESIGN_NAME = EMreg
export DESIGN_NICKNAME = EMreg
export VERILOG_FILES = /design/flow/design.v
export SDC_FILE = /design/flow/constraint.sdc
export NUM_CORES = 4
export LEC_CHECK = 1
export CORE_AREA = 10 10 213 213
export DIE_AREA = 0 0 223 223
export SYNTH_HDL_FRONTEND = slang
--- /design/flow/constraint.sdc ---
current_design EMreg

set clk_period 7.7
set clk_io_pct 0.2

create_clock -name clk0 -period $clk_period [get_ports {clk}]

set non_clock_inputs [all_inputs -no_clocks]
set_input_delay [expr $clk_period * $clk_io_pct] -clock clk0 $non_clock_inputs
set_output_delay [expr $clk_period * $clk_io_pct] -clock clk0 [all_outputs]
--- /design/flow/design.v ---
module EMreg(
    input clk,
    input reset,
    input EM_en,
    input EM_clr,
    input [31:0] E_instr,
    input [31:0] E_PCplus8,
    input [31:0] E_PC,
    input [31:0] E_ALUres,
    input [31:0] E_RD2,
    input [4:0] E_A3,
    output reg [31:0] M_instr,
    output reg [31:0] M_PCplus8,
    output reg [31:0] M_PC,
    output reg [31:0] M_ALUres,
    output reg [31:0] M_RD2,
    output reg [4:0] M_A3
);
always @(posedge clk) begin
    if (reset | EM_clr) begin
        M_instr <= 32'h00000000;
        M_PCplus8 <= 32'h00000000;
        M_PC <= 32'h00000000;
        M_ALUres <= 32'h00000000;
        M_A3 <= 5'b00000;
    end
    else if(EM_en) begin
        M_instr <= E_instr;
        M_PCplus8 <= E_PCplus8;
        M_PC <= E_PC;
        M_ALUres <=E_ALUres;
        M_RD2 <= E_RD2;
        M_A3 <= E_A3;
    end
end
endmodule
==> notes.md <==
Results of the flow run.

The flow ran to the end, and the final reports show no timing, DRC or antenna violations. The number of vias per cell stands at 3.38. After clock tree synthesis, the repair step resized 0 gates. The maximum number of buffers from clock root to sink stands at 2. The clock reaches the later pin of the worst-skew pair after 0.47 ns. The critical path in this run is classified as input port to flip-flop. The synthesis report lists the Yosys warning total as 0.

The antenna diode instance count stands at 0. After synthesis, the netlist uses 10 different library cells. The number of clock sinks came to 165. The number of global-route vias before repair stands at 4672. The pre-CTS setup slack stands at 3.62 ns. Across the routed clock network, the largest skew measured is 0 ns.

In this run the core area contains 74 standard-cell rows. Checking hold timing, the worst path is listed with class flip-flop to flip-flop. The H-tree depth stands at 4. The chip occupies 49700 um2.

The worst-case IR drop observed on VDD is 0.000150 V. Registers take 3620 um2. The placed wire-length estimate stands at 14.7 mm. Per the repair_timing log after CTS, setup buffers inserted total 0. Per the timing report, the achievable frequency comes out to 0.282 GHz. The slowest stage of the critical path belongs to the cell buf_4. The final tally of hold violations stands at 0. The mapped netlist covers 5710 um2. The average instance area after synthesis stands at 12.3 um2.

Looking at the reg2reg group, the worst path ends at M_instr[22]$_SDFFE_PP0P_. In this run the power spent charging and discharging nets is 0.479 mW. The die span in x stands at 223 um. Summing over the stages, the warning tally comes to 25.

The number of I/O port buffers stands at 333. The floorplan die height stands at 223 um. The routed layout has 4517 vias. At the worst endpoint, the required time is 8.05 ns. The post-route antenna net violation count stands at 0.

Per the detail_route report, routed wire per instance is 14.8 um. The first-pass GRT wire length stands at 29.6 mm. The number of flip-flops and latches in the synthesized netlist stands at 165. STA classifies the critical path endpoint as a flip-flop. The wire length on met2 stands at 8.95 mm. The worst setup path is launched from an input port. The static leakage power stands at 3.88 nW. The largest single stage delay on the critical path is 0.70 ns. The synthesized netlist devotes 0% of its cell area to adder and majority cells. The register-to-register setup slack stands at 7.06 ns. The DRC violation total after the first TritonRoute iteration stands at 190. In this run the top signal layer used is met4. The worst slew margin relative to its limit stands at 50.6%. The count of final setup violators stands at 0. The registers of the reported paths see a clock transition of 0.07 ns.

The share of final-layout standard cells stronger than drive strength 1 stands at 4.85%. The chip area line in the Yosys stat output reads 5710 um2. For the worst reg-to-reg path, the startpoint reported by OpenROAD is M_instr[22]$_SDFFE_PP0P_. In this run the worst setup path begins at EM_en. The power report attributes to the sequential group a share of 46.2%. The count of pins over their slew limit stands at 0.

The cell family contributing the most delay on the critical path is buffers and inverters. The boundary pin count stands at 334. Combinational logic is responsible for 11.5% of the overall power. The footprint of the multi-input gates stands at 1850 um2.

Wires add up to 19.8 mm. The simple-gate area share of the yosys netlist stands at 8.93%. In the synthesized netlist, the dominant kind of combinational cell is multiplexers. The hold buffer count at cts stands at 0.

Logic depth along the worst register-to-register path is recorded as 2. Counting every instance in the synthesized netlist gives 464. The switching part of the total power stands at 24.0%. The cell that appears most often on the critical path is buf_4. The internal power of the cells totals 1.52 mW. The routability congestion estimate stands at 0.770. The number of buffers created by CTS stands at 17. TritonCTS built the clock tree. Per the detail_route log, met3 wirelength is 2.54 mm. Power comes to 2.00 mW. The worst-path maximum fanout stands at 56.

Subtracting the final worst setup slack from the clock period gives 3.54 ns. The transition time of the tightest slew-check pin stands at 0.742 ns. The tree is rooted in a clkbuf_16. The area overhead of the layout relative to synthesis stands at 76.7%. Of the total synthesized cell area, the portion taken by XOR and XNOR cells is 0%. The total routing resource utilization after global routing stands at 7.67%. Setup repair after global routing left no endpoint under its margin. The critical path in the final layout is reported with a setup slack of 4.16 ns.

For this run, the register share of the synthesized area comes to 63.5%. The data arrival time reported for the critical path is 3.89 ns. The cell count listed in synth_stat.txt stands at 464. The script computed a power per unit cell area of 198 nW/um2. Summing the areas of all compound-gate instances in the mapped netlist gives 0% of the synthesized area.

The proportion of synthesized area in mux cells stands at 23.3%. The worst path uses 46.0% of the clock period. After detailed routing, the wire length on met1 is 7.89 mm. The starting density of the core stands at 14.0%.

The number of remaining DRC errors stands at 0. The clock network burns 42.3% of the power. The first-pass detailed-route iteration total stands at 4.

The filler cells instantiated in the layout total 4274. The number of buffers and inverters on the critical path is 3. In this run the critical path is formed by buf_6, buf_4, buf_4, mux2i_1, nor2_1.

The pin count of the biggest net entering global routing stands at 57. The standard cell core area stands at 40800 um2. The final global-route overflow total stands at 0. The summed negative setup slack over all endpoints stands at 0 ns. OpenSTA lists the critical path endpoint as M_PC[10]$_SDFFE_PP0P_. The depth of the critical timing path with buffers and inverters included stands at 5.

Max-cap violations in this run came to 0. The instance count along the most critical hold path stands at 2. The number of antenna violations at the first check in global routing came to 0.
## cell usage after synthesis
| cell type | instances | area share, % |
|---|---|---|
| buf_2 | 7 | 0.61 |
| buf_4 | 1 | 0.13 |
| buf_6 | 15 | 3.0 |
| clkbuf_1 | 7 | 0.46 |
| dfxtp_1 | 133 | 47 |
| edfxtp_1 | 32 | 17 |
| inv_1 | 1 | 0.066 |
| mux2i_1 | 133 | 23 |
| nor2_1 | 134 | 8.8 |
| or2_1 | 1 | 0.11 |
## area by class of cell
| type | instances | area share, % |
|---|---|---|
| inverter | 1 | 0.0372 |
| clock buffer | 17 | 4.22 |
| clock inverter | 15 | 1.41 |
| sequential | 165 | 35.9 |
| timing repair buffer | 338 | 33.4 |
| multi-input combinational | 268 | 18.4 |
| tap | 532 | 6.60 |
## registers in the layout, indices dropped and copies added, names as in the netlist
register   flops
M_instr       32
M_ALUres      32
M_RD2         32
M_PCplus8     32
M_PC          32
M_A3           5
## power by group through the flow
stage / sequential [mW] / clock [mW] / combinational, mW
6_report: 0.924 / 0.846 / 0.229
4_1_cts: 0.925 / 0.899 / 0.235
5_1_grt: 0.928 / 0.916 / 0.250
## placed cells by master, fill, tap and decap left out
cell type / count
dfxtp_1: 133
nor2_1: 133
nor2_4: 1
clkinvlp_2: 2
inv_6: 5
clkdlybuf4s50_1: 332
bufinv_16: 1
inv_8: 2
clkinvlp_4: 2
mux2i_1: 133
clkinv_1: 1
edfxtp_1: 32
clkbuf_16: 17
clkinv_4: 2
buf_4: 5
buf_6: 1
or2_4: 1
inv_1: 1
## worst min path at each step
stage	startpoint	endpoint	slack [ns]
final	M_PCplus8[14]$_SDFFE_PP0P_	M_PCplus8[14]$_SDFFE_PP0P_	0.49
after CTS	M_PCplus8[27]$_SDFFE_PP0P_	M_PCplus8[27]$_SDFFE_PP0P_	0.50
after global routing	M_PC[1]$_SDFFE_PP0P_	M_PC[1]$_SDFFE_PP0P_	0.51
## routing by layer
| metal | track usage [%] | up-vias |
|---|---|---|
| met3 | 4.42 | 20 |
| met4 | 1.50 | 0 |
| met2 | 11.9 | 233 |
| li1 | - | 2216 |
| met1 | 9.17 | 2048 |
| met5 | 0 | - |
## cell families after synthesis
logic type / Yosys count
multiplexers: 133
flip-flops: 165
buffers and inverters: 31
AND/OR/NAND/NOR: 135
## tightest hold or removal path: cells and delay by family (launching register included)
kind	cells	cell delay (ns)
DFF	1	0.32
muxes	1	0.06
and+or+nand+nor	1	0.07
## per-stage QoR
stage	hold WS (ns)	util, %	instances	area (um2)
2_1_floorplan	0.437	-	464	5710
3_5_place_dp	0.477	23.3	1304	9520
6_report	0.488	24.7	1336	10100
4_1_cts	0.496	24.7	1336	10100
3_3_place_gp	0.472	23.3	1304	9520
5_1_grt	0.509	24.7	1336	10100
Power figures rest on the tool's default switching activity, not on a simulated workload.
