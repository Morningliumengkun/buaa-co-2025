--- flow/config.mk ---
export PLATFORM = sky130hd
export DESIGN_NAME = DEreg
export DESIGN_NICKNAME = DEreg
export VERILOG_FILES = /design/flow/design.v
export SDC_FILE = /design/flow/constraint.sdc
export NUM_CORES = 4
export LEC_CHECK = 1
export CORE_AREA = 10 10 210 210
export DIE_AREA = 0 0 220 220
export SYNTH_HDL_FRONTEND = slang
--- flow/constraint.sdc ---
current_design DEreg

set clk_period 6.6
set clk_io_pct 0.2

create_clock -name clk0 -period $clk_period [get_ports {clk}]

set non_clock_inputs [all_inputs -no_clocks]
set_input_delay [expr $clk_period * $clk_io_pct] -clock clk0 $non_clock_inputs
set_output_delay [expr $clk_period * $clk_io_pct] -clock clk0 [all_outputs]
--- flow/design.v ---
module DEreg(
    input clk,
    input reset,
    input DE_en,
    input DE_clr,
    input [31:0] D_instr,
    input [31:0] D_PCplus8,
    input [31:0] D_PC,
    input [31:0] D_RD1,
    input [31:0] D_RD2,
    input [4:0] D_A3,
    input [31:0] D_ext32,
    output reg [31:0] E_instr,
    output reg [31:0] E_PCplus8,
    output reg [31:0] E_PC,
    output reg [31:0] E_RD1,
    output reg [31:0] E_RD2,
    output reg [4:0] E_A3,
    output reg [31:0] E_ext32
);
always @(posedge clk) begin
    if(reset | DE_clr) begin
        E_instr <= 32'h00000000;
        E_PCplus8 <= 32'h00000000;
        E_PC <= 32'h00000000;
        E_RD1 <= 32'h00000000;
        E_RD2 <= 32'h00000000;
        E_A3 <= 5'b00000;
        E_ext32 <= 32'h00000000;
    end
    else if(DE_en) begin
        E_instr <= D_instr;
        E_PCplus8 <= D_PCplus8;
        E_PC <= D_PC;
        E_RD1 <= D_RD1;
        E_RD2 <= D_RD2;
        E_A3 <= D_A3;
        E_ext32 <= D_ext32;
    end
end
endmodule
--- flow/run.sh ---
#!/bin/bash
# OpenROAD 26Q1-2900-gdf79404cd8, Yosys 0.63+post, stock flow scripts
make -C /OpenROAD-flow-scripts/flow DESIGN_CONFIG=/design/flow/config.mk WORK_HOME=/design/flow/orfs finish
==> flow_metrics.tcl <==
# place-and-route summary
set metrics [dict create \
    syn_avg_cell_area_um2 11.1 \
    postCtsHoldBufs 0 \
    ys_sh_aoi 0 \
    status "complete, no violations" \
    grt_max_degree 85 \
    numSynthFlops 197 \
    ys_sh_adder 0 \
    grt.total_usage 0.0940 \
    critical_path.most_common_cell "buf_4" \
    synthMuxAreaShare 0.279 \
    wire_per_inst_um 15.6 \
    required_ns 6.92 \
    yosysWarningCount 0 \
    grt_remaining_overflow 0 \
    gp_congestion 0.818 \
    path_max_fanout 60 \
    cts_tree "built" \
    powerDensity_nw_per_um2 223 \
    clock-sinks 197 \
    yosysSeqAreaShare 0.558 \
    rsz0062_at_grt "no" \
    fp-utilization 0.178 \
    cts.clk_slew.worst_paths_ns 0.07 \
    num_vias 5613 \
    simple_gate_area_frac 0.105 \
    die_h_um 220 \
    clk_path_buf_depth 2 \
    arrival_ns 3.43 \
    rows 73 \
    viasPerCell 3.62 \
    hpwl_um 18000 \
    antenna_left 0 \
    critPathCaptureType "flop" \
    drc 0 \
    die_x_um 220 \
    first_global_vias 5686 \
    mostFrequentLayoutCell "clkdlybuf4s50_1" \
    clock_latency_ns 0.45 \
    first_iter_violations 274 \
    leakage_nw 4.80 \
    max_freq_mhz 321 \
    worst_pin_slew_ns 0.802 \
    syn_inst 636 \
    synth_chip_area_um2 7070 \
    final_util 0.301 \
    vdd_drop_max_v 0.000181 \
    syn_area_um2 7070 \
    drt-pass1-iter-count 4 \
    max_stage_delay_ns 0.60 \
    root_buffer "clkbuf_16" \
    detail_route.wirelength_um 24200 \
    layout_top_cells "clkdlybuf4s50_1 (396), dfxtp_1 (197), mux2i_1 (197), nor2_1 (197), clkbuf_16 (17)" \
    warning_count 25 \
    coreArea_um2 39600 \
    yosys_cells 636 \
    drive_gt1_frac 0.0361 \
    hold_viol_final 0 \
    ys_top_logic_family "multiplexers" \
    numCtsBuffers 17 \
    finalCritPeriodShare 0.471 \
    cts_htree_levels 4 \
    post_cts_resized 0 \
    netlist-cell-type-count 8 \
    ios 398 \
    setup_viol 0 \
    grt_pass1_wl_um 35000 \
    relSlewSlack 0.465 \
    portBuffers 397 \
    skew_ns 0 \
    path_cells "clkdlybuf4s50_1, or2_4, buf_4, buf_4, nor2_1" \
    area_growth_pct 69.0 \
    holdCritPathClass "flop to flop" \
    post_cts_buffers 0 \
    crit_type "input port to flop" \
    ys_sh_xor 0 \
    slowest_stage "buf_4" \
    cap_violations 0 \
    fin_tns_setup_ns 0 \
    dieArea_um2 48400 \
    antenna_found_initial 0 \
    start_kind "input port" \
    layout_min_cycle_time_ns 3.11 \
    slew_violations 0 \
    antenna_cells 0 \
]
critical path: cells and delay by family:
family                 cells  cell delay, ns
buffers and inverters      3            1.58
and+or+nand+nor            2            0.43
worst paths after layout:
path | cells past startpoint | slack [ns] | startpoint | end
setup / recovery | 5 | 3.49 | DE_clr | E_RD1[22]
hold reg to reg | 2 | 0.49 | E_PC[10] | E_PC[10]
hold / removal | 2 | 0.49 | E_PC[10] | E_PC[10]
setup reg to reg | 2 | 5.92 | E_PCplus8[15] | E_PCplus8[15]
power breakdown:
part | switching, mW | internal (mW)
logic | 0.108 | 0.227
clock network | 0.487 | 0.601
registers | 0.0190 | 1.23
total | 0.614 | 2.05
per-layer routing:
| metal | track usage | share of wire |
|---|---|---|
| met1 | 0.115 | 0.40 |
| met2 | 0.157 | 0.50 |
| met3 | 0.0342 | 0.086 |
| met4 | 0.0189 | 0.022 |
| met5 | 0 | 0 |
state kept, by name (all words and copies together) (netlist names):
name       cells
E_PC          32
E_PCplus8     32
E_RD1         32
E_RD2         32
E_ext32       32
E_instr       32
E_A3           5
cells in the mapped netlist (all sizes together):
cell type	instances	area share
clkbuf	6	0.0032
nor2	197	0.10
or2	1	0.00089
buf	38	0.055
mux2i	197	0.28
dfxtp	197	0.56
metrics by stage:
step / setup slack [ns] / power (mW) / cell area (µm²) / hold WS [ns] / std cells
3_5_place_dp: 2.99 / 1.61 / 11300 / 0.478 / 1519
2_1_floorplan: 4.51 / 1.40 / 7070 / 0.437 / 636
4_1_cts: 3.50 / 2.72 / 11900 / 0.498 / 1550
6_report: 3.49 / 2.67 / 11900 / 0.491 / 1550
5_1_grt: 3.34 / 2.79 / 11900 / 0.511 / 1550
3_3_place_gp: 3.02 / 1.61 / 11300 / 0.471 / 1519
logic make-up (layout without fill, tap and decap cells):
family                 count (synthesis)  in the layout
buffers and inverters                 44            433
DFF                                  197            197
muxes                                197            197
and+or+nand+nor                      198            198
layout make-up:
| type | count | area [µm²] |
|---|---|---|
| fill | 4052 | 27700 |
| clock inverter | 9 | 113 |
| sequential | 197 | 3940 |
| timing repair buffer | 402 | 4030 |
| clock buffer | 22 | 484 |
| tap | 525 | 657 |
| multi-input combinational | 395 | 2720 |
Power is estimated from default activity; no workload was simulated.
